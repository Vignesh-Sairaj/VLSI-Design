`design/flow/run.sh`:
```
#!/bin/bash
# OpenROAD 26Q1-2900-gdf79404cd8, Yosys 0.63+post, stock flow scripts
make -C /OpenROAD-flow-scripts/flow DESIGN_CONFIG=/design/flow/config.mk WORK_HOME=/design/flow/orfs finish
```
`design/flow/config.mk`:
```
export PLATFORM = sky130hd
export DESIGN_NAME = counter_updown8
export DESIGN_NICKNAME = counter_updown8
export VERILOG_FILES = /design/flow/design.v
export SDC_FILE = /design/flow/constraint.sdc
export NUM_CORES = 4
export LEC_CHECK = 1
export CORE_AREA = 10 10 70 70
export DIE_AREA = 0 0 80 80
```
`design/flow/constraint.sdc`:
```
current_design counter_updown8

set clk_period 1.5
set clk_io_pct 0.2

create_clock -name clk0 -period $clk_period [get_ports {clk}]

set non_clock_inputs [all_inputs -no_clocks]
set_input_delay [expr $clk_period * $clk_io_pct] -clock clk0 $non_clock_inputs
set_output_delay [expr $clk_period * $clk_io_pct] -clock clk0 [all_outputs]
```
`design/flow/design.v`:
```
`timescale 1ns / 1ps
module counter_updown8(
    input clk,
    input reset,
    input en,
    input up_dnN,
    output reg [7:0] count
    );
	reg flag = 0;
	always @ (posedge clk) begin
		if (~reset) begin
			if(flag) begin
				if(en) begin
					if(up_dnN) begin
						count <= {count[6:0], count[7]};
					end
					else begin
						count <= {count[0], count[7:1]};
					end
				end
			end
			else begin
				flag <= 1'b1;
			end
		end
		else begin
			count <= 8'b00000001;
			flag <= 1'b0;
		end
	end
endmodule
```
==> impl_metrics.tcl <==
# implementation run metrics
set metrics [dict create \
    vias 349 \
    ir_worst_vdd_v 0.000330 \
    crit_arrival_ns 1.13 \
    die_y_um 80 \
    slowest_stage "clkdlybuf4s50_1" \
    fp_util 0.132 \
    power_density_nw_per_um2 881 \
    critical_path.cell_chain "clkdlybuf4s50_1" \
    preCtsSetupSlack_ns 0.0598 \
    cp-start-kind "register" \
    synth.distinct_cells 11 \
    setup_ws_ns 0.0686 \
    grt_max_degree 10 \
    ys_cells 40 \
    clkSinkCount 9 \
    setup_viol 0 \
    endpoint_kind "output pin" \
    grt_pass1_vias 315 \
    fillers 388 \
    final.setup_skew_ns 0.00761 \
    track_usage 0.0339 \
    coreArea_sq_um 3420 \
    syn_area_sq_um 452 \
    stdcell_count 98 \
    dp.cells 94 \
    max_stage_delay_ns 0.49 \
    relSlewSlack 0.766 \
    wl_per_cell_um 10.9 \
    die-area_sq_um 6400 \
    cp_num_buf_inv 1 \
    cp_top_family "buffers and inverters" \
    criticalPathCategory "reg2out" \
    ys.flops 9 \
    fin_crit_sh 0.954 \
    synthCells 40 \
    io_buffers 11 \
    setup_tns_ns 0 \
    yosys_area_sq_um 452 \
    stdcell_area_sq_um 636 \
    rsz0062_at_grt "no" \
    ant_nets 0 \
    syn2layout_area_growth_pct 40.7 \
    cts_tree "done" \
    ys_seq_share 0.399 \
    drive_gt1_frac 0.327 \
    insertion_delay_ns 0.26 \
    cts_max_path_buffers 2 \
    htree_levels 1 \
    numCtsBuffers 3 \
    hp-class "reg2reg" \
    die_w_um 80 \
    avgSynthCellArea_sq_um 11.3 \
    rows 21 \
    grt_pass1_wl_um 1680 \
    worst_pin_slew_ns 0.351 \
    placed_area_sq_um 604 \
    routed_via_density 3.56 \
    fin_crit_ns 1.43 \
    grt_overflow_total 0 \
    gp_congestion 0.783 \
    path_clk_slew_ns 0.06 \
    dr.pass1.iters 2 \
    leakagePower_nw 0.221 \
    antenna_found_initial 0 \
    hold_buffers 0 \
    yosys_warnings 1 \
    drtIter0Drc 17 \
    status "finished clean" \
    comb_area_sq_um 225 \
    finalMaxSlewViolations 0 \
    maxCapViolCount 0 \
    io-pin-count 12 \
    remaining_drc_errors 0 \
    ff_latch_area_sq_um 185 \
    tool_warnings 25 \
    most-common-layout-cells "clkdlybuf4s50_1, mux2i_1, a21oi_1, a211oi_2, dfxtp_1" \
    hold_viol_final 0 \
    lay_top_count "clkdlybuf4s50_1" \
    cp_data_required_time_ns 1.20 \
    diodes 0 \
    routed_wl_um 1070 \
    cp_max_fo 4 \
    fmaxAchievable_mhz 699 \
    cts-root-buf "clkbuf_4" \
]
## final cells by class
type | instances | share of cell area
multi-input combinational | 25 | 0.354
tap | 46 | 0.0906
sequential | 9 | 0.291
inverter | 1 | 0.00591
timing repair buffer | 13 | 0.217
clock buffer | 4 | 0.0413
## cells in the mapped netlist (all sizes together)
master	number	area (sq um)
buf	5	42.5
inv	1	3.75
a31oi	1	6.26
a211oi	8	95.1
a21oi	7	35.0
dfxtp	9	180
and2	1	8.76
mux2i	8	80.1
## per-layer routing
metal  up-vias  GRT usage  routed length (um)
met5         -          0                   0
met4         0    0.00352                  13
met3         2     0.0261                 114
met2        10     0.0449                 466
met1       166     0.0437                 478
li1        171          -                   -
## flip-flops by register name (all words and copies together), names as in the netlist
name   cells
flag       1
count      8
## what timing repair did
| action | CTS | global route |
|---|---|---|
| endpoints found under the setup margin | 0 | 4 |
| buffers inserted | 0 | 0 |
| gates resized | 0 | 4 |
## per-stage QoR
stage	util	hold WS, ns	total power [W]
2_1_floorplan	-	0.514	0.000337
3_3_place_gp	0.177	0.582	0.000384
3_5_place_dp	0.177	0.578	0.000384
4_1_cts	0.185	0.589	0.000570
5_1_grt	0.186	0.601	0.000599
6_report	0.186	0.573	0.000560
## worst min-delay path, stage by stage (launching register included)
cell and delay [ns]:
dfxtp_2 0.34, a21oi_1 0.14, a211oi_2 0.06
## worst paths after layout
| path | slack, ns | cells after the start | to | startpoint |
|---|---|---|---|---|
| worst max-delay path | 0.07 | 1 | count[7] | count[7] |
| worst min-delay path | 0.57 | 2 | count[3] | count[3] |
| worst max register to register | 0.51 | 2 | count[0] | flag |
| worst min register to register | 0.57 | 2 | count[3] | count[3] |
## where the power goes
| group | switching [W] | leakage (nW) | internal [W] | total (W) |
|---|---|---|---|---|
| clock | 0.0000801 | 0.0150 | 0.000102 | 0.000182 |
| sequential | 0.0000189 | 0.0752 | 0.000257 | 0.000276 |
| combinational | 0.0000398 | 0.131 | 0.0000623 | 0.000102 |
| total | 0.000139 | 0.221 | 0.000421 | 0.000560 |
## cell families (layout without fill, tap and decap cells)
family / count (synthesis) / after routing / share of synthesized area
mux: 8 / 8 / 0.177
simple gates: 1 / 1 / 0.0194
buf+inv: 6 / 18 / 0.102
compound gates: 16 / 16 / 0.302
flops: 9 / 9 / 0.399
No activity file was given, so power comes from the tool's default toggle rates.
