## /design/flow/config.mk

```make
export PLATFORM = sky130hd
export DESIGN_NAME = count1s8
export DESIGN_NICKNAME = count1s8
export VERILOG_FILES = /design/flow/design.v
export SDC_FILE = /design/flow/constraint.sdc
export NUM_CORES = 4
export LEC_CHECK = 1
export CORE_AREA = 10 10 70 70
export DIE_AREA = 0 0 80 80
```

## /design/flow/constraint.sdc

```tcl
current_design count1s8

set clk_period 4.9
set clk_io_pct 0.2

create_clock -name clk0 -period $clk_period

set non_clock_inputs [all_inputs -no_clocks]
set_input_delay [expr $clk_period * $clk_io_pct] -clock clk0 $non_clock_inputs
set_output_delay [expr $clk_period * $clk_io_pct] -clock clk0 [all_outputs]
```

## /design/flow/design.v

```verilog
`timescale 1ns / 1ps
module count1s8(
    input [7:0] value,
    output [3:0] numOnes
    );
	assign numOnes = value[0] + value[1] + value[2] + value[3] + value[4] + value[5] + value[6] + value[7];
endmodule
```

## /design/flow/run.sh

```bash
#!/bin/bash
# OpenROAD 26Q1-2900-gdf79404cd8, Yosys 0.63+post, stock flow scripts
make -C /OpenROAD-flow-scripts/flow DESIGN_CONFIG=/design/flow/config.mk WORK_HOME=/design/flow/orfs finish
```

==> impl_metrics.toml <==
# physical design summary
[run_status]
outcome = "finished, final reports clean"

[placement]
placed_cells = 82
gp_congestion = 0.7652
pre_cts_slack_ns = -0.3089
portBuffers = 12

[setup_path]
endpoint_kind = "output pin"
crit_fanout = 2
critical_path.top_delay_family = "adder cells"
cp-start-kind = "input port"
worstPathRequired_ns = 3.92
path_depth = 11
cpMostUsedCell = "fa_1"
crit_type = "input port to output pin"
slowest_stage = "fa_1"
cp_data_arrival_time_ns = 3.77
cp_num_buf_inv = 6
max_stage_delay_ns = 0.57
crit_chain = "dlygate4sd2_1 -> inv_1 -> fa_1 -> fa_1 -> fa_1 -> inv_1 -> ha_2 -> inv_2 -> fa_1 -> inv_1 -> dlygate4sd2_1"

[grt]
grt_max_degree = 3
grt_pass1_vias = 169
overflow = 0
grt_first_pass_wirelength_um = 731
grt_use_total_pct = 1.300
antenna_found_initial = 0

[synthesis]
netlist_area_um2 = 190.2
synth_cell_types = 6
syn_inst = 24
largest_area_cell = "fa_1"
ys_chip_area_um2 = 190.2
ys_cells = 24
synth.area.top_cells = "fa_1, inv_1, ha_1, xnor2_1, nor2b_1"
synth-seq-area-share_pct = 0
ys_warn_count = 0
syn_avg_cell_area_um2 = 7.924
yosysTopAreaCellShare_pct = 42.11

[final_timing]
rsz0062_at_grt = "no"
hold_viol = 0
tightestPinTransition_ns = 0.1235
final.setup.worst_slack_ns = 0.1537
maxSlewViolCount = 0
final.period_utilization_pct = 96.86
post-route-min-period_ns = 4.746
finalSetupViolations = 0
max_freq_mhz = 210.7
relSlewSlack_pct = 91.71

[cells_and_area]
nClkBuffers = 0
drive_gt1_share_pct = 8.333
flop_area_um2 = 0
stdcell_count = 82
fillCellCount = 398
lay_top_count = "inv_1"
layout.cells.most_common_list = "inv_1, clkdlybuf4s50_1, fa_1, dlygate4sd2_1, ha_1"
syn2layout_area_growth_pct = 89.47
flops = 0

[routing]
dr.first_iter.drc_count = 0
dr_total_vias = 166
vias_per_cell = 2.024
wl_per_cell_um = 5.439
routed_wl_um = 446
first_pass_iters = 1
drc = 0
postRouteAntennaNets = 0
num_antenna_cells = 0

[clock_network]
post_cts_buffers = 0

[worst_hold_path]
hold_end = "numOnes[2]"
holdCritPathClass = "input port to output pin"
hold_depth = 7
hp-start = "value[0]"

[floorplan]
rows = 21
die_y_um = 80
io_pins = 12
fp.dieW_um = 80
dieArea_mm2 = 0.006400
initial_utilization_pct = 5.568
design.core.area_mm2 = 0.003416

[power_and_ir_drop]
power_density_mw_per_mm2 = 155.6
p_leak_uw = 0.0001792
peakVddDrop_mv = 0.02292

[job]
tool_warnings = 32
drv_cap = 0
per-layer routing:
layer  GRT usage, %  part of all wire (%)  up-vias
li1               -                     -       86
met1          1.539                    37       72
met2          2.247                    43        8
met3         0.5682                    19        0
met4              0                     0        0
met5              0                     0        -
synthesized netlist by cell type:
library cell,count
ha_1,3
fa_1,4
a21oi_1,1
nor2b_1,1
xnor2_1,1
inv_1,14
report_power, final:
part           switching (µW)  internal [µW]  leakage (µW)  total, µW
logic                    21.4           34.6      0.000179       56.1
registers                   0              0             0          0
clock network               0              0             0          0
final cells by class:
| cell class | instances | area [µm²] | area share, % |
|---|---|---|---|
| tap | 46 | 57.56 | 15.97 |
| inverter | 14 | 52.55 | 14.58 |
| timing repair buffer | 12 | 110.1 | 30.56 |
| multi-input combinational | 10 | 140.1 | 38.89 |
worst max path at each step:
stage	from	slack, ns	to
after CTS	value[3]	0.12	numOnes[1]
final	value[3]	0.15	numOnes[1]
after global routing	value[3]	0.007	numOnes[1]
through the flow:
| stage | instance area [µm²] | setup TNS, ns | hold WS, ns | total power (µW) | util, % |
|---|---|---|---|---|---|
| floorplan | 190.2 | 0 | 2.041 | 26.02 | - |
| global placement | 367.9 | -0.5852 | 3.000 | 63.58 | 10.77 |
| detailed placement | 367.9 | -0.5863 | 3.005 | 63.81 | 10.77 |
| CTS | 360.3 | 0 | 2.931 | 58.98 | 10.55 |
| global route | 360.3 | 0 | 2.968 | 67.89 | 10.55 |
| finish | 360.3 | 0 | 2.897 | 56.08 | 10.55 |
cells by family after synthesis:
logic type	share of synthesized area, %
AND-OR/OR-AND	2.629
adder cells (fa/ha/maj)	61.85
XOR/XNOR	4.606
AND/OR/NAND/NOR	3.292
buffers and inverters	27.63
timing repair:
| action | in CTS | in global routing |
|---|---|---|
| endpoints found under the hold margin | 0 | 0 |
| hold buffers | 0 | 0 |
| gates resized | 10 | 0 |
| endpoints found under the setup margin | 2 | 0 |
Power and IR drop assume default switching activity.
